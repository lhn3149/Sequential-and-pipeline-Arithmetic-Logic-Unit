`flow/config.mk`:
```
export PLATFORM = sky130hd
export DESIGN_NAME = lhn_mul12_emu
export DESIGN_NICKNAME = lhn_mul12_emu
export VERILOG_FILES = /design/flow/design.v
export SDC_FILE = /design/flow/constraint.sdc
export NUM_CORES = 4
export LEC_CHECK = 1
export CORE_AREA = 10 10 105 105
export DIE_AREA = 0 0 115 115
```
`flow/constraint.sdc`:
```
current_design lhn_mul12_emu

set clk_period 2.7
set clk_io_pct 0.2

create_clock -name clk0 -period $clk_period [get_ports {clock}]

set non_clock_inputs [all_inputs -no_clocks]
set_input_delay [expr $clk_period * $clk_io_pct] -clock clk0 $non_clock_inputs
set_output_delay [expr $clk_period * $clk_io_pct] -clock clk0 [all_outputs]
```
`flow/design.v`:
```
module lhn_7bit_adder (carryin, x, y, s, carryout);
	input carryin;
	input	[6:0] x, y;
	output [6:0] s;
	output carryout;
	wire	[6:1] c;
	fulladd stage0 (carryin, x[0], y[0], s[0], c[1]);
	fulladd stage1 (c[1], x[1], y[1], s[1], c[2]);
	fulladd stage2 (c[2], x[2], y[2], s[2], c[3]);
	fulladd stage3 (c[3], x[3], y[3], s[3], c[4]);
	fulladd stage4 (c[4], x[4], y[4], s[4], c[5]);
	fulladd stage5 (c[5], x[5], y[5], s[5], c[6]);
	fulladd stage6 (c[6], x[6], y[6], s[6], carryout);
endmodule
module fulladd (Cin, x, y, s, Cout);
	input Cin, x, y;
	output s, Cout;
	assign s = x ^ y ^ Cin;
	assign Cout = (x & y) | (x & Cin) | (y & Cin);
endmodule
module lhn_M_reg (Din, Rst, clock, Dout);
	input [6:0] Din;
	input Rst, clock;
	output reg [6:0] Dout;
	always @(posedge clock)
		if (Rst==1)
			begin
				Dout = 7'b0000000; 
			end
		else Dout=Din;
endmodule 
module lhn_and (x, y, partial_product);
	input [6:0] x;
	input y;
	output [6:0] partial_product;
	assign partial_product={x[6]&y,x[5]&y,x[4]&y,x[3]&y,x[2]&y,x[1]&y,x[0]&y};
	endmodule 
module lhn_mpl_reg (Din,Rst,clock, Dout);
	input [3:0] Din;
	input Rst, clock;
	output reg [3:0] Dout;
	always @(posedge clock)
		if (Rst==1) 
			begin 
				Dout = 4'b0000;
			end
		else Dout=Din;
	endmodule 
module lhn_mul12_emu (M_bits, clock, final_product);
	input [3:0] M_bits;  
	input clock;
	output [10:0] final_product;
	wire [6:0] M_val;
	assign M_val = {M_bits[2:0],M_bits};
	lhn_pipeline stage0 (M_val,M_bits, clock, final_product);
endmodule 
module lhn_one_stage (M,ph,mpl,clock,n_M,n_mpl,n_ph); 
	input [6:0] M,ph;
	input [3:0] mpl;
	input clock;
	output [6:0] n_M,n_ph;
	output [3:0] n_mpl;
	wire [6:0] M_out,ph_out,partial_product,sum;
	wire [3:0] mpl_out;
	wire carryout;
	wire Rst_M,Rst_mpl,Rst_ph;  
	lhn_M_reg 				first_M_reg 	(M, 1'b0, clock, M_out);
	lhn_ph_reg  			first_ph_reg 	(ph, 1'b0, clock, ph_out);
	lhn_mpl_reg 			first_mpl_reg 	(mpl, 1'b0, clock, mpl_out);
	lhn_and 					createPP 		(M_out,mpl_out[0],partial_product); 
	lhn_7bit_adder 		adder 			(1'b0, partial_product, ph_out, sum, carryout);
	assign n_M = M_out;
	assign n_ph = {carryout,sum[6:1]};
	assign n_mpl = {sum[0],mpl_out[3:1]};
	endmodule 
module lhn_ph_reg (Din,Rst, clock, Dout);
	input [6:0] Din;
	input Rst,clock;
	output reg [6:0] Dout;
	always @(posedge clock)
		if (Rst == 1) begin
			Dout = 7'b0000000;
		end
		else Dout=Din;
	endmodule 
module lhn_pipeline (M_val, m_val, clock, final_product ) ;
	input [6:0] M_val;
	input [3:0] m_val;
	input clock;
	output  [10:0] final_product;
	wire [3:0] m_val_pre, m_1, m_2, m_3,m_4;
	wire [6:0] M_1,M_2,M_3,M_4,ph_1,ph_2,ph_3,ph_4;
	lhn_preprocessing 		prepro 		(m_val, 4'b1000, m_val_pre);
	lhn_one_stage 				stage1		(M_val, 7'b0000000, m_val_pre,clock, M_1, m_1, ph_1);
	lhn_one_stage 				stage2		(M_1, ph_1, m_1,clock, M_2, m_2, ph_2);
	lhn_one_stage 				stage3		(M_2, ph_2, m_2,clock, M_3, m_3, ph_3);
	lhn_one_stage 				stage4		(M_3, ph_3, m_3,clock, M_4, m_4, ph_4);
	lhn_postprocessing 		postpro		({ph_4,m_4}, 11'b01010101010, final_product);
endmodule 
module lhn_postprocessing (Din, post_pro, Dout);
	input [10:0] Din, post_pro;
	output [10:0] Dout;
	assign Dout = Din | post_pro;
endmodule 
module lhn_preprocessing (Din,prepro,Dout);
	input [3:0] Din;
	input [3:0] prepro;
	output [3:0] Dout;
	assign Dout = Din | prepro;
endmodule 
```
`flow/run.sh`:
```
#!/bin/bash
# OpenROAD 26Q1-2900-gdf79404cd8, Yosys 0.63+post, stock flow scripts
make -C /OpenROAD-flow-scripts/flow DESIGN_CONFIG=/design/flow/config.mk WORK_HOME=/design/flow/orfs finish
```
==> job_summary.md <==
### Flow metrics

| Metric | Value |
|---|---|
| Status | complete, but fails checks |
| Post-DP HPWL | 1.26 mm |
| Worst-case clock buffer depth | 2 |
| Pin count of the biggest net entering global routing | 11 |
| Setup TNS | -0.993 ns |
| Yosys simple share | 5.84% |
| CP Launch Type | flip-flop |
| Pre-CTS setup slack | -0.638 ns |
| Register area | 688 um2 |
| Synth flops | 34 |
| Max-slew violations | 0 |
| Violations in the final reports | setup timing |
| Leakage | 0.000682 uW |
| Share of layout cells above drive strength 1 | 43.1% |
| Cell row count | 34 |
| TritonCTS clock tree | built |
| Slowest cell on the critical path | fa_2 |
| Synth Area per Inst | approximately 13 um2 |
| N_diodes | 0 |
| Peak fanout along the critical path | 1 |
| Period utilisation layout | 121% |
| XORs/XNORs by Area | 2.82% |
| DRC | 0 |
| Unrepaired setup endpoints after global routing | yes |
| Cell area after layout | 0.00166 mm2 |
| Top non-seq family | adder cells |
| CP cell instances | and2_4, fa_2, maj3_2, fa_2, maj3_2, fa_2, maj3_2, buf_2 |
| Cell family with most CP delay | adder cells |
| CTS Root Cell | clkbuf_8 |
| Clk Latency, worst-skew pair | 0.28 ns |
| Initial antenna violation count | 0 |
| Worst Path Required | 2.16 ns |
| Crit Path Category | flip-flop to primary output |
| CP arrival | 2.72 ns |
| Layout filler cell count | 938 |
| Starting DRT DRC Count | 7 |
| Worst setup EP type | primary output |
| Ao+oa area frac | less than 1% |
| Number of distinct library cells after synthesis | 16 |
| Fp_density | 14.2% |
| Max Clock Skew | 0.00534 ns |
| Total power | 1250 uW |
| Mapped cell area | 0.00124 mm2 |
| Gate Area | 507 um2 |
| Post-synthesis mux area share | 0% |
| Yosys cell count | 95 |
| Grt total ovfl | 0 |
| Via count | about 590 |
| Wire per inst | 7.41 um |
| First-pass GRT wire length | 2.86 mm |
| Total clock buffers created by CTS | 5 |
| Crit path largest cell delay | 0.33 ns |
| Placed Area | 0.00150 mm2 |
| CTS Sinks | 34 |
| Final hold violation count | 0 |
| Routability Congestion | about 0.76 |
| Vias in the first global route | 683 |
| Clock slew at reported path FFs | 0.06 ns |
| Die ar. | between 0.01 and 0.015 mm2 |
| Pwr dens | 752 mW/mm2 |
| Core area | 0.00876 mm2 |
| Placed insts | 215 |
| Final worst setup slack | -0.559 ns |
| Top-Level Pins | 16 |
| Max-Cap Viols | 0 |
| Post-Syn Instances | 95 |
| Peak supply drop | 0.293 mV |
| Vias per cell | 2.65 |
| Final setup viols | 2 |
| Die W | about 120 um |
| Final Routed Wirelength | about 1.7 mm |
| Die H | 115 um |
| Period minus WS final | roughly 3.3 ns |
| Hold Path Class | flip-flop to flip-flop |
| DRT antenna net count | 0 |
| Total GRT Usage | ~2.6% |
| Layout area overhead | 33.4% |
| Detailed Routing Iterations Pass 1 | 2 |
| Sequential fraction of the synthesis area | around 55% |
| Fin cells | 224 |
| YS chip area | 0.00124 mm2 |
| CP Buf/Inv Count | 1 |
| Ys Warns | 3 |
| CTS H-Tree Depth | 2 |
| Adder Area Share | 25.7% |
| IO buf count | 10 |
| FMAX | 0.307 GHz |
| OpenROAD warnings | 29 |
[cells in the mapped netlist, drive strengths merged]
cell,instances,area (um2)
inv,14,52.6
fa,12,240
conb,1,3.75
and2,9,58.8
xor2,1,8.76
xnor2,3,26.3
dfxtp,34,681
nor2,1,3.75
o21ai,1,5.00
maj3,4,41.3
nand2,2,10.0
ha,3,37.5
buf,10,75.1
[worst paths after layout]
kind                                 startpoint  depth (start not counted)  slack [ns]                                 end
max          stage0.stage4.first_ph_reg.Dout[0]                          8       -0.56                   final_product[10]
min           stage0.stage1.first_M_reg.Dout[5]                          0        0.34   stage0.stage2.first_M_reg.Dout[5]
max reg2reg   stage0.stage2.first_M_reg.Dout[4]                         10        0.06  stage0.stage3.first_ph_reg.Dout[5]
min reg2reg   stage0.stage1.first_M_reg.Dout[5]                          0        0.34   stage0.stage2.first_M_reg.Dout[5]
[worst register-to-register path, stage by stage (launching register included)]
cell	delay, ns
dfxtp_2	0.32
and2_4	0.15
ha_2	0.17
fa_2	0.34
fa_2	0.35
fa_2	0.34
inv_2	0.06
fa_1	0.15
inv_1	0.05
fa_2	0.33
ha_1	0.27
[layout by cell type, fill, tap and decap left out, types with 2 or more instances in the layout]
master,n
inv_1,12
inv_2,2
dfxtp_2,6
fa_2,10
conb_1,5
xnor2_1,3
clkbuf_8,6
buf_4,10
and2_4,3
fa_1,2
buf_2,2
maj3_2,4
clkdlybuf4s50_1,7
and2_1,5
dfxtp_1,28
[state kept, by name (all words and copies together) (netlist names)]
signal,cells
stage0.stage2.first_M_reg.Dout,4
stage0.stage3.first_M_reg.Dout,4
stage0.stage4.first_ph_reg.Dout,7
stage0.stage1.first_M_reg.Dout,4
stage0.stage2.first_ph_reg.Dout,3
stage0.stage4.first_M_reg.Dout,4
stage0.stage4.first_mpl_reg.Dout,1
stage0.stage3.first_ph_reg.Dout,7
[power breakdown]
part	switching, uW	internal [uW]
clock	163	295
sequential	33.0	568
combinational	66.8	123
[kinds of logic after synthesis]
kind of cell | after synthesis
xor gates and xnor gates | 4
adders and majority gates | 19
other | 1
and+or+nand+nor | 12
AOI/OAI and AO/OA | 1
buffers and inverters | 24
DFF | 34
[repair_timing]
action,CTS,global route
buffers inserted,0,2
hold buffers,0,0
setup endpoints to repair,5,7
pin swaps,6,13
resized,12,14
hold endpoints to repair,0,0
cloned,0,0
[per-stage QoR]
stage	utilization [%]	hold WS [ns]
after floorplan	-	0.323
after CTS	18.4	0.342
after global routing	18.9	0.363
after global placement	17.1	0.328
after detailed placement	17.1	0.333
final	18.9	0.341
[metal layers]
layer	track usage, %	wire length (um)	part of all wire [%]	vias up
li1	-	-	-	304
met1	3.35	795	48	268
met2	3.75	669	40	17
met3	1.58	170	10	4
met4	0.495	24	1.4	0
met5	0	0	0	-
[final cells by class]
class	count	share of cell area [%]
well taps	108	8.14
repair buffers	20	9.88
clock inverters	1	1.81
multi-input cells	41	30.5
clock buffers	6	4.98
inverters	14	3.17
flip-flops and latches	34	41.5
Power is estimated from default activity; no workload was simulated.
